**flow/config.mk**
```make
export PLATFORM = sky130hd
export DESIGN_NAME = fifo_sync
export DESIGN_NICKNAME = fifo_sync
export VERILOG_FILES = /design/flow/design.v
export SDC_FILE = /design/flow/constraint.sdc
export NUM_CORES = 4
export LEC_CHECK = 1
export CORE_UTILIZATION = 40
export SYNTH_HDL_FRONTEND = slang
```
**flow/constraint.sdc**
```tcl
current_design fifo_sync

set clk_period 6.0
set clk_io_pct 0.2

create_clock -name clk0 -period $clk_period [get_ports {clk_i}]

set non_clock_inputs [all_inputs -no_clocks]
set_input_delay [expr $clk_period * $clk_io_pct] -clock clk0 $non_clock_inputs
set_output_delay [expr $clk_period * $clk_io_pct] -clock clk0 [all_outputs]
```
**flow/design.v**
```verilog
package orion_types;
parameter XLEN      = 32;        
parameter ADDRW     = 32;        
parameter DATAW     = 32;        
parameter MASKW     = DATAW/8;   
parameter NUM_REGS  = 32;
parameter RF_IDX_BITS = $clog2(NUM_REGS);
parameter EN_RV32M_EXT = 0;  
typedef enum logic [6:0] {
    OP_LUI   = 7'b0110111,  
    OP_AUIPC = 7'b0010111,  
    OP_JAL   = 7'b1101111,  
    OP_JALR  = 7'b1100111,  
    OP_BRANCH= 7'b1100011,  
    OP_LOAD  = 7'b0000011,  
    OP_STORE = 7'b0100011,  
    OP_IMM   = 7'b0010011,  
    OP_REG   = 7'b0110011,  
    OP_SYSTEM= 7'b1110011   
} opcode_t;
typedef enum logic [2:0] {
    FUNCT3_ADD  = 3'b000,  
    FUNCT3_SLL  = 3'b001,
    FUNCT3_SLT  = 3'b010,
    FUNCT3_SLTU = 3'b011,
    FUNCT3_XOR  = 3'b100,
    FUNCT3_SR   = 3'b101,  
    FUNCT3_OR   = 3'b110,
    FUNCT3_AND  = 3'b111
} funct3_arith_t;
typedef enum logic [2:0] {
    ALU_OP_ADD  = 3'b000,
    ALU_OP_SUB  = 3'b001,
    ALU_OP_SLL  = 3'b010,
    ALU_OP_XOR  = 3'b011,
    ALU_OP_SRL  = 3'b100,
    ALU_OP_SRA  = 3'b101,
    ALU_OP_OR   = 3'b110,
    ALU_OP_AND  = 3'b111
} alu_ops_t;
typedef enum logic [1:0] {
    ALU_SEL_A_RS1  = 2'b00,
    ALU_SEL_A_PC   = 2'b01,
    ALU_SEL_A_ZERO = 2'b10
} alu_sel_a_t;
typedef enum logic [2:0] {
    CMP_OP_EQ   = 3'b000,
    CMP_OP_NEQ  = 3'b001,
    CMP_OP_LT   = 3'b100,
    CMP_OP_GE   = 3'b101,
    CMP_OP_LTU  = 3'b110,
    CMP_OP_GEU  = 3'b111  
} cmp_ops_t;
typedef enum logic [2:0] {
    MUL_OP_MUL    = 3'b000, 
    MUL_OP_MULH   = 3'b001,
    MUL_OP_MULHSU = 3'b010,
    MUL_OP_MULHU  = 3'b011,
    MUL_OP_DIV    = 3'b100,
    MUL_OP_DIVU   = 3'b101, 
    MUL_OP_REM    = 3'b110,
    MUL_OP_REMU   = 3'b111
} mul_ops_t;
typedef enum logic [1:0] {
    SEL_ALU_OUT     = 2'b00,
    SEL_CMP_OUT     = 2'b01,
    SEL_MUL_OUT     = 2'b10,
    SEL_PC_NEXT     = 2'b11
}  ex_mux_sel_t;
typedef enum logic [2:0] {
    FUNCT3_LS_B   = 3'b000,
    FUNCT3_LS_H   = 3'b001,
    FUNCT3_LS_W   = 3'b010,
    FUNCT3_LS_BU  = 3'b100,  
    FUNCT3_LS_HU  = 3'b101   
} funct3_load_store_t;
typedef struct packed {
    logic [XLEN-1:0]        pc;
    logic [XLEN-1:0]        instr;
    logic [RF_IDX_BITS-1:0] rs1_s;
    logic [RF_IDX_BITS-1:0] rs2_s;
    logic [RF_IDX_BITS-1:0] rd_s;
    logic [XLEN-1:0]        rs1_v;
    logic [XLEN-1:0]        rs2_v;
    logic [XLEN-1:0]        rd_v;
    logic                   rd_we;
    logic [ADDRW-1:0]       mem_addr;      
    logic [MASKW-1:0]       mem_rmask;   
    logic [MASKW-1:0]       mem_wmask;      
    logic [XLEN-1:0]        mem_rdata;      
    logic [XLEN-1:0]        mem_wdata;     
} debug_t;
typedef struct packed {
    logic                   valid;
    logic [XLEN-1:0]        pc;
    logic [DATAW-1:0]       instr; 
} if_id_t; 
typedef struct packed {
    logic                   valid;
    logic [XLEN-1:0]        pc;
    logic [XLEN-1:0]        rs1_v;
    logic [XLEN-1:0]        rs2_v;
    logic [XLEN-1:0]        imm;
    logic [RF_IDX_BITS-1:0] rd_s;
    logic                   rd_we;
    alu_ops_t               alu_op;
    cmp_ops_t               cmp_op;
    mul_ops_t               mul_op;
    alu_sel_a_t             alu_sel_a;
    logic                   alu_sel_b_imm;
    logic                   cmp_sel_b_imm;
    ex_mux_sel_t            ex_mux_sel;
    funct3_load_store_t     ld_str_type;
    logic                   is_load;    
    logic                   is_store;
    logic                   is_jump;
    logic                   is_jump_conditional;
    debug_t                 debug;
} id_ex_t;
typedef struct packed {
    logic                   jump_en;
    logic [XLEN-1:0]        jump_addr;            
} ex_if_t;
typedef struct packed {
    logic                   valid;
    logic                   rd_we;
    logic [RF_IDX_BITS-1:0] rd_s;
    logic [XLEN-1:0]        rd_v;
    logic                   is_load;    
} ex_id_t;
typedef struct packed {
    logic                   valid;
    logic [RF_IDX_BITS-1:0] rd_s;
    logic                   rd_we;
    logic [XLEN-1:0]        rd_v;
    funct3_load_store_t     ld_str_type;
    logic                   is_load;    
    logic                   is_store;
    debug_t                 debug;
} ex_mem_t;
typedef struct packed {
    logic                   valid;
    logic                   rd_we;
    logic [RF_IDX_BITS-1:0] rd_s;
    logic [XLEN-1:0]        rd_v;
} mem_id_t;
typedef struct packed {
    logic                   valid;
    logic [RF_IDX_BITS-1:0] rd_s;
    logic                   rd_we;
    logic [XLEN-1:0]        rd_v;
    debug_t                 debug;
} mem_wb_t;
typedef struct packed {
    logic                   rd_we;
    logic [XLEN-1:0]        rd_v;
    logic [RF_IDX_BITS-1:0] rd_s;
} wb_id_t;
endpackage
package orion_soc_types;
    parameter SOC_MEM_ADDR = 32'h0001_0000;
    parameter SOC_MEM_SIZE = 64*1024;        
    parameter SOC_RESET_ADDR = SOC_MEM_ADDR;
endpackage
`default_nettype none
module fifo_sync #(
    parameter DEPTH = 32,
    parameter DATAW = 8
)(
    input  logic             clk_i,
    input  logic             rst_i,
    input  logic [DATAW-1:0] dat_i,
    output logic [DATAW-1:0] dat_o,
    input  logic             enq_i,
    input  logic             deq_i,
    output logic             full_o,
    output logic             empty_o
);
    parameter PTRW = $clog2(DEPTH);
    reg [PTRW:0] head_ptr;
    reg [PTRW:0] tail_ptr;
    assign empty_o = (head_ptr == tail_ptr);
    assign full_o  = (head_ptr[PTRW-1:0] == tail_ptr[PTRW-1:0]) && (head_ptr[PTRW] ^ tail_ptr[PTRW]);
    reg [DATAW-1:0] mem [0: DEPTH-1];
    always_ff @(posedge clk_i) begin
        if(rst_i) begin
            head_ptr <= '0;
            tail_ptr <= '0;
        end 
        else begin
            case ({enq_i, deq_i})
                2'b10: begin  
                    if (!full_o) begin
                        mem[head_ptr[PTRW-1:0]] <= dat_i;
                        head_ptr <= head_ptr + 1;
                    end
                end
                2'b01: begin  
                    if (!empty_o) begin
                        tail_ptr <= tail_ptr + 1;
                    end
                end
                2'b11: begin  
                    if (empty_o) begin
                        mem[head_ptr[PTRW-1:0]] <= dat_i;
                        head_ptr <= head_ptr + 1;
                    end
                    else begin
                        mem[head_ptr[PTRW-1:0]] <= dat_i;
                        head_ptr <= head_ptr + 1;
                        tail_ptr <= tail_ptr + 1;
                    end
                end
                default: ;
            endcase
        end
    end
    assign dat_o = mem[tail_ptr[PTRW-1:0]];
endmodule
```
**flow/run.sh**
```bash
#!/bin/bash
# OpenROAD 26Q1-2900-gdf79404cd8, Yosys 0.63+post, stock flow scripts
make -C /OpenROAD-flow-scripts/flow DESIGN_CONFIG=/design/flow/config.mk WORK_HOME=/design/flow/orfs finish
```
==> flow_summary.ini <==
; yosys + openroad results
[route]
ant_nets = 0
dr.pass1.iters = 20
drcViolationCount = 0
wl_mm = 21.3
routedWlPerCell_um = 23.7
vias_per_cell = 5.51
via_count = 4949
first_iter_violations = 423
num_antenna_cells = 0

[die]
die-height_um = 165
fp_util = 0.409
rows = 59
coreArea_um2 = 26100
die_x_um = 165
num_io_pins = 22
die-area_um2 = 27400

[critical_path]
start_kind = register
critPathKind = reg2out
r2r_start = head_ptr[3]
cp_slowest_cell = dfxtp_4
cp-end-kind = output pin
ff2ff_path_depth = 6
worst-endpoint-required_ns = 4.80
cp_max_fo = 35
path_common_cell = mux4_2
critical_path_arrival_ns = 3.55
worst_path_largest_cell_delay_ns = 0.86
reg2reg_to = mem[6][4]
reg2reg_slack_ns = 3.08
crit_chain = buf_12 -> mux4_2 -> mux4_2 -> mux2_2 -> clkdlybuf4s50_1

[finish]
post-route-util = 0.470
fin_area_um2 = 12300
syn_to_final_growth_pct = 15.1
layout_top_cell = edfxtp_1
stdcell_count = 899
nFillCells = 2093
final_layout_size_suffix_gt1_frac = 0.280
mostFrequentLayoutCells = edfxtp_1 (256), mux4_2 (80), nor2_1 (41)

[run_status]
outcome = finished, final reports clean

[final_timing]
setup_viol = 0
tns_ns = 0
post-route-min-period_ns = 4.75
timing.final.ws_setup_ns = 1.25
worstMarginPinSlew_ns = 1.00
slew_headroom = 0.328
grt_setup_unrepaired = no
final-max-slew-violation-count = 0
period_used_share = 0.791
fmax_mhz = 211
hold_viol_final = 0
timing.hold.ws_ns = 0.507
worst_clock_skew_ns = 0.00695

[run]
cap_violations = 0
stage_log_warnings = 28

[placed_design]
dp_hpwl_mm = 12.7
place_ws_ns = 1.75
dpl.cell_count = 850
place_area_um2 = 11400
port_buffers = 21
routabilityCongestion = 0.774

[yosys]
ys_cells = 494
synth_area_per_cell_um2 = 21.6
ys.flops = 273
synth_cells = 494
yosysSeqAreaShare = 0.752
ys_chip_area_um2 = 10700
synth.distinct_cells = 34
netlist_area_um2 = 10700
yosysWarningCount = 0

[clock_network]
cts_tree = done
cts_buffers = 28
insertion_delay_ns = 0.53
cts_resized = 0
hold_buffers = 0
cts_max_level = 1
root_buffer = clkbuf_16
cts.sinks = 273
cts.clk_slew.worst_paths_ns = 0.06
cts_setup_buffers = 0
clock_path_buffers = 3

[hold_path]
hold_depth = 2
hold_class = reg2reg
whs_endpoint = tail_ptr[5]
hold_start = tail_ptr[5]

[global_routing]
antenna_found_initial = 0
overflow = 0
grt_pass1_wl_mm = 32.4
grt_max_degree = 65
grt_usage = 0.181
grt_pass1_vias = 5311

[power]
cellPowerDensity_nw_per_um2 = 334
power.leakage_nw = 3.74
peakVddDrop_mv = 0.206
power_mw = 4.10
-- registers in the layout, summed over array words and instances (netlist names), named ones only --
signal and cells:
head_ptr 6, mem 256, tail_ptr 6
-- synth_stat cells --
library cell  count  share of area
nor3b_1           1        0.00070
buf_2             2        0.00094
nor3_1            2        0.00094
nand3b_1          8         0.0056
nor4b_1           1        0.00082
nand3_1           4         0.0019
inv_1             4         0.0014
buf_4             6         0.0042
nor2_1           41          0.014
clkbuf_1          8         0.0028
buf_1             8         0.0028
mux4_2           80           0.17
nand4_1           4         0.0023
and2_0            1        0.00059
mux2i_1           2         0.0019
nor4_1            1        0.00059
or3_1             3         0.0018
a21boi_0          2         0.0014
mux2_2            9         0.0095
a21bo_2           1        0.00094
ha_1              5         0.0059
xor2_1            5         0.0041
or4_1             1        0.00070
buf_6             1         0.0011
o21ai_0           1        0.00047
nor2b_1           1        0.00059
o31ai_1           1        0.00070
a21oi_1           7         0.0033
xnor2_1           5         0.0041
dfxtp_1          17          0.032
a21o_1            2         0.0014
nand2_1           3         0.0011
edfxtp_1        256           0.72
and3_1            1        0.00059
-- logic make-up after synthesis --
| family | after synthesis | share of synthesized area |
|---|---|---|
| and+or+nand+nor | 72 | 0.0326 |
| DFF | 273 | 0.752 |
| buffers and inverters | 29 | 0.0132 |
| AOI/OAI and AO/OA | 14 | 0.00820 |
| adders and majority gates | 5 | 0.00586 |
| xor gates and xnor gates | 10 | 0.00820 |
| muxes | 91 | 0.180 |
-- report_power, final --
part | internal, mW | total, mW | switching, mW
Sequential | 2.09 | 2.12 | 0.0262
Combinational | 0.166 | 0.302 | 0.136
Clock | 1.01 | 1.68 | 0.670
-- metal layers --
| layer | up-vias | part of all wire | global-route usage |
|---|---|---|---|
| li1 | 2146 | - | - |
| met1 | 2526 | 0.37 | 0.245 |
| met2 | 255 | 0.46 | 0.257 |
| met3 | 22 | 0.16 | 0.138 |
| met4 | 0 | 0.010 | 0.0198 |
| met5 | - | 0 | 0 |
-- how the worst max path moves through the flow --
stage             from       end  slack [ns]  depth (start not counted)
CTS           register  dat_o[0]        1.17                          5
global route  register  dat_o[0]        1.03                          5
finish        register  dat_o[0]        1.25                          5
-- worst max-delay path: cells and delay by family, from the launching register on --
kind / cells / cell delay (ns)
flip-flops: 1 / 0.86
multiplexers: 3 / 1.37
buffers and inverters: 2 / 0.77
-- cell type report --
class / count / area [um2] / area share
clock buffers: 36 / 752 / 0.0612
clock inverters: 13 / 144 / 0.0117
inverters: 4 / 15.0 / 0.00122
multi-input cells: 192 / 2510 / 0.204
flip-flops and latches: 273 / 8030 / 0.653
well taps: 335 / 419 / 0.0341
repair buffers: 46 / 423 / 0.0344
