### design/flow/config.mk
export PLATFORM = sky130hd
export DESIGN_NAME = arbiter
export DESIGN_NICKNAME = arbiter
export VERILOG_FILES = /design/flow/design.v
export SDC_FILE = /design/flow/constraint.sdc
export NUM_CORES = 4
export LEC_CHECK = 1
export CORE_AREA = 10 10 128 128
export DIE_AREA = 0 0 138 138
export SYNTH_HDL_FRONTEND = slang
### design/flow/constraint.sdc
current_design arbiter

set clk_period 8.5
set clk_io_pct 0.2

create_clock -name clk0 -period $clk_period [get_ports {clk_i}]

set non_clock_inputs [all_inputs -no_clocks]
set_input_delay [expr $clk_period * $clk_io_pct] -clock clk0 $non_clock_inputs
set_output_delay [expr $clk_period * $clk_io_pct] -clock clk0 [all_outputs]
### design/flow/design.v
package orion_types;
parameter XLEN      = 32;        
parameter ADDRW     = 32;        
parameter DATAW     = 32;        
parameter MASKW     = DATAW/8;   
parameter NUM_REGS  = 32;
parameter RF_IDX_BITS = $clog2(NUM_REGS);
parameter EN_RV32M_EXT = 0;  
typedef enum logic [6:0] {
    OP_LUI   = 7'b0110111,  
    OP_AUIPC = 7'b0010111,  
    OP_JAL   = 7'b1101111,  
    OP_JALR  = 7'b1100111,  
    OP_BRANCH= 7'b1100011,  
    OP_LOAD  = 7'b0000011,  
    OP_STORE = 7'b0100011,  
    OP_IMM   = 7'b0010011,  
    OP_REG   = 7'b0110011,  
    OP_SYSTEM= 7'b1110011   
} opcode_t;
typedef enum logic [2:0] {
    FUNCT3_ADD  = 3'b000,  
    FUNCT3_SLL  = 3'b001,
    FUNCT3_SLT  = 3'b010,
    FUNCT3_SLTU = 3'b011,
    FUNCT3_XOR  = 3'b100,
    FUNCT3_SR   = 3'b101,  
    FUNCT3_OR   = 3'b110,
    FUNCT3_AND  = 3'b111
} funct3_arith_t;
typedef enum logic [2:0] {
    ALU_OP_ADD  = 3'b000,
    ALU_OP_SUB  = 3'b001,
    ALU_OP_SLL  = 3'b010,
    ALU_OP_XOR  = 3'b011,
    ALU_OP_SRL  = 3'b100,
    ALU_OP_SRA  = 3'b101,
    ALU_OP_OR   = 3'b110,
    ALU_OP_AND  = 3'b111
} alu_ops_t;
typedef enum logic [1:0] {
    ALU_SEL_A_RS1  = 2'b00,
    ALU_SEL_A_PC   = 2'b01,
    ALU_SEL_A_ZERO = 2'b10
} alu_sel_a_t;
typedef enum logic [2:0] {
    CMP_OP_EQ   = 3'b000,
    CMP_OP_NEQ  = 3'b001,
    CMP_OP_LT   = 3'b100,
    CMP_OP_GE   = 3'b101,
    CMP_OP_LTU  = 3'b110,
    CMP_OP_GEU  = 3'b111  
} cmp_ops_t;
typedef enum logic [2:0] {
    MUL_OP_MUL    = 3'b000, 
    MUL_OP_MULH   = 3'b001,
    MUL_OP_MULHSU = 3'b010,
    MUL_OP_MULHU  = 3'b011,
    MUL_OP_DIV    = 3'b100,
    MUL_OP_DIVU   = 3'b101, 
    MUL_OP_REM    = 3'b110,
    MUL_OP_REMU   = 3'b111
} mul_ops_t;
typedef enum logic [1:0] {
    SEL_ALU_OUT     = 2'b00,
    SEL_CMP_OUT     = 2'b01,
    SEL_MUL_OUT     = 2'b10,
    SEL_PC_NEXT     = 2'b11
}  ex_mux_sel_t;
typedef enum logic [2:0] {
    FUNCT3_LS_B   = 3'b000,
    FUNCT3_LS_H   = 3'b001,
    FUNCT3_LS_W   = 3'b010,
    FUNCT3_LS_BU  = 3'b100,  
    FUNCT3_LS_HU  = 3'b101   
} funct3_load_store_t;
typedef struct packed {
    logic [XLEN-1:0]        pc;
    logic [XLEN-1:0]        instr;
    logic [RF_IDX_BITS-1:0] rs1_s;
    logic [RF_IDX_BITS-1:0] rs2_s;
    logic [RF_IDX_BITS-1:0] rd_s;
    logic [XLEN-1:0]        rs1_v;
    logic [XLEN-1:0]        rs2_v;
    logic [XLEN-1:0]        rd_v;
    logic                   rd_we;
    logic [ADDRW-1:0]       mem_addr;      
    logic [MASKW-1:0]       mem_rmask;   
    logic [MASKW-1:0]       mem_wmask;      
    logic [XLEN-1:0]        mem_rdata;      
    logic [XLEN-1:0]        mem_wdata;     
} debug_t;
typedef struct packed {
    logic                   valid;
    logic [XLEN-1:0]        pc;
    logic [DATAW-1:0]       instr; 
} if_id_t; 
typedef struct packed {
    logic                   valid;
    logic [XLEN-1:0]        pc;
    logic [XLEN-1:0]        rs1_v;
    logic [XLEN-1:0]        rs2_v;
    logic [XLEN-1:0]        imm;
    logic [RF_IDX_BITS-1:0] rd_s;
    logic                   rd_we;
    alu_ops_t               alu_op;
    cmp_ops_t               cmp_op;
    mul_ops_t               mul_op;
    alu_sel_a_t             alu_sel_a;
    logic                   alu_sel_b_imm;
    logic                   cmp_sel_b_imm;
    ex_mux_sel_t            ex_mux_sel;
    funct3_load_store_t     ld_str_type;
    logic                   is_load;    
    logic                   is_store;
    logic                   is_jump;
    logic                   is_jump_conditional;
    debug_t                 debug;
} id_ex_t;
typedef struct packed {
    logic                   jump_en;
    logic [XLEN-1:0]        jump_addr;            
} ex_if_t;
typedef struct packed {
    logic                   valid;
    logic                   rd_we;
    logic [RF_IDX_BITS-1:0] rd_s;
    logic [XLEN-1:0]        rd_v;
    logic                   is_load;    
} ex_id_t;
typedef struct packed {
    logic                   valid;
    logic [RF_IDX_BITS-1:0] rd_s;
    logic                   rd_we;
    logic [XLEN-1:0]        rd_v;
    funct3_load_store_t     ld_str_type;
    logic                   is_load;    
    logic                   is_store;
    debug_t                 debug;
} ex_mem_t;
typedef struct packed {
    logic                   valid;
    logic                   rd_we;
    logic [RF_IDX_BITS-1:0] rd_s;
    logic [XLEN-1:0]        rd_v;
} mem_id_t;
typedef struct packed {
    logic                   valid;
    logic [RF_IDX_BITS-1:0] rd_s;
    logic                   rd_we;
    logic [XLEN-1:0]        rd_v;
    debug_t                 debug;
} mem_wb_t;
typedef struct packed {
    logic                   rd_we;
    logic [XLEN-1:0]        rd_v;
    logic [RF_IDX_BITS-1:0] rd_s;
} wb_id_t;
endpackage
package orion_soc_types;
    parameter SOC_MEM_ADDR = 32'h0001_0000;
    parameter SOC_MEM_SIZE = 64*1024;        
    parameter SOC_RESET_ADDR = SOC_MEM_ADDR;
endpackage
module arbiter#(
    parameter NPORTS    = 2,
    parameter ADDRW     = 32,
    parameter DATAW     = 32,
    parameter MASKW = DATAW/8
) (
    input   logic                       clk_i,
    input   logic                       rst_i,
    output  logic [NPORTS-1:0]          stall_o,
    input   logic [NPORTS*ADDRW-1:0]    slave_addr_i,
    output  logic [NPORTS*DATAW-1:0]    slave_rdata_o,
    input   logic [NPORTS*DATAW-1:0]    slave_wdata_i,
    input   logic [NPORTS*MASKW-1:0]    slave_mask_i,
    input   logic [NPORTS-1:0]          slave_we_i,
    input   logic [NPORTS-1:0]          slave_valid_i,
    output  logic [NPORTS-1:0]          slave_resp_o,
    output  logic [ADDRW-1:0]           master_addr_o,
    input   logic [DATAW-1:0]           master_rdata_i,
    output  logic [DATAW-1:0]           master_wdata_o,
    output  logic [MASKW-1:0]           master_mask_o,
    output  logic                       master_we_o,
    output  logic                       master_valid_o,
    input   logic                       master_resp_i
);
    localparam GRANTW = (NPORTS > 1) ? $clog2(NPORTS) : 1;
    logic [NPORTS-1:0] request;
    assign request = slave_valid_i;
    logic request_valid;             
    assign request_valid = |request;
    logic [GRANTW-1:0] grant_comb;   
    always_comb begin
        grant_comb = 0;
        for (int i = 0; i < NPORTS; i++) begin
            if (request[i]) begin
                grant_comb = i[GRANTW-1:0];
                break;
            end
        end
    end
    logic [GRANTW-1:0]  grant_reg;   
    typedef enum  {IDLE, GRANTED} arb_state_t;
    arb_state_t arb_state;
    always_ff @(posedge clk_i) begin
        if (rst_i) begin
            grant_reg <= '0;
            arb_state <= IDLE;
        end else begin
            case(arb_state)
                IDLE: begin
                    if (request_valid) begin
                        grant_reg <= grant_comb;   
                        arb_state <= GRANTED;
                    end
                end
                GRANTED: begin
                    if (master_valid_o && master_resp_i) begin
                        arb_state <= IDLE;   
                    end
                end
            endcase
        end
    end
    logic [GRANTW-1:0] grant;
    assign grant = arb_state == IDLE && request_valid  ? grant_comb : grant_reg;
    logic [NPORTS-1:0] grant_encoded;
    assign grant_encoded = 1 << grant;
    assign stall_o = request & ~grant_encoded;
    always_comb begin
        master_addr_o   = slave_addr_i  [grant*ADDRW +:ADDRW];
        master_wdata_o  = slave_wdata_i [grant*DATAW +:DATAW];
        master_mask_o   = slave_mask_i  [grant*MASKW +:MASKW];
        master_we_o     = slave_we_i    [grant];
        master_valid_o  = slave_valid_i [grant];
    end
    always_comb begin
        slave_resp_o          = '0;
        slave_resp_o [grant]  = master_resp_i;
        slave_rdata_o = {NPORTS{master_rdata_i}};
    end
endmodule
### design/flow/run.sh
#!/bin/bash
# OpenROAD 26Q1-2900-gdf79404cd8, Yosys 0.63+post, stock flow scripts
make -C /OpenROAD-flow-scripts/flow DESIGN_CONFIG=/design/flow/config.mk WORK_HOME=/design/flow/orfs finish
==> deck_impl_summary.md <==
Synthesis and Place & Route Summary

STA
  • Slew @ Worst Pin: a little under 0.8 ns
  • Slew Limit Fails: 0
  • RSZ-0062 raised after global routing: no
  • Post-Route Setup TNS: 0 ns
  • Part of the cycle the worst path needs: 0.657
  • Tmin final: ~5.6 ns
  • Final Hold Viols: 0
  • Final WS setup: between 2 and 3 ns
  • Slew Limit Headroom: 0.479
  • Final Skew: around 0.0012 ns
  • Peak Freq: roughly 180 MHz
  • Setup Viol. Count Final: 0

Clock network
  • CTS tree: yes
  • Clock Tree Root: clkbuf_16
  • Max Root-Sink Buffers: 2
  • H-Tree Depth: 1
  • Clock-pin slew on the worst setup and hold paths: roughly 0.030 ns
  • Hold_buf cts: 0
  • Total CTS buffers: 3
  • Clk latency of the worst-skew pair: ~0.22 ns
  • Post-CTS Resized: 0
  • CTS sink count: 3
  • # Post-CTS Setup Buffers: 0

Logic synthesis
  • Yosys cell types: 21
  • Avg Cell Area, Syn: 11.3 um^2
  • Seq share, synth: 0.0323
  • Post-Syn Instances: approximately 170
  • FF+latch count, synth: 3
  • Post-Syn Area: ~0.0019 mm^2
  • Yosys Instances: 165
  • YS chip area: roughly 0.0019 mm^2
  • YS warnings: 0

Detailed routing
  • DRC: 0
  • First-pass DRT Iterations: 4
  • Diode count: 0
  • Via count: approximately 1,700
  • Antenna Nets Post-Route: 0
  • DRT Wirelength: roughly 7.6 mm
  • Initial DRC count: 37
  • Routed length per instance: 15.4 um
  • Vias per std cell: 3.37

Pwr
  • Combinational share of power: 0.719
  • Switching power: between 60 and 70 uW
  • Sequential Power Share: 0.054
  • P_int: roughly 260 uW
  • PwrDens: between 80 and 90 mW/mm^2
  • Peak supply drop: 0.141 mV
  • Clock power frac: 0.227
  • Static leakage: roughly 1.6 nW
  • Sw Share: 0.204

Flow run
  • Max Cap Violations: 0
  • Log Warnings: 25

Die
  • Core Box Area: around 0.014 mm^2
  • Row count: 43
  • Die width: between 100 and 150 um
  • Ports: 313
  • Die Y: between 100 and 150 um
  • Total die area: 0.0190 mm^2
  • Fp util: 0.135

Setup path
  • Worst Path Required: between 6 and 7 ns
  • Setup crit end kind: primary output
  • Worst Setup Start Kind: input pin
  • CP arrival: between 3 and 4 ns
  • CP Max Fanout: approximately 72
  • CP Class: in -> out

Place
  • I/O Buffers: around 220
  • Routability Congestion: 0.862
  • Dpl cells: 489
  • Setup slack at placement: just under 3 ns
  • Post-DP HPWL: between 6 and 7 mm

GRT
  • Initial antenna violation count: 0
  • Largest net degree at the start of global routing: around 73
  • Vias in the first global route: around 1,700
  • Total gr overflow: 0
  • Global-route wire length before repair: roughly 11 mm
  • Total track usage: 0.0723

Layout
  • Fraction of layout cells with a size suffix above 1: 0.240
  • Most frequent logic cell in the layout: clkdlybuf4s50_1
  • Area Growth Syn to Fin: 98.9%
  • Layout Cells excl Fill: 493
  • Largest register FFs: 2
  • Most common logic cells in the final layout: clkdlybuf4s50_1 (216), mux2_4 (67), nor2_1 (4)

Hold path
  • Hold Crit Class: reg -> reg

Status
  • Status: complete, no violations
-- worst max-delay path, cell delays in order --
cell and delay (ns):
clkdlybuf4s50_1 0.51, a21o_4 0.27, nand2_8 0.46, mux2_2 0.41, clkdlybuf4s50_1 0.41
-- routing by layer --
metal / share of wire / vias to the layer above / GRT usage
li1: - / 803 / -
met5: 0 / - / 0
met4: 0.019 / 0 / 0.0144
met2: 0.47 / 124 / 0.119
met3: 0.097 / 17 / 0.0264
met1: 0.41 / 719 / 0.0884
-- cell usage after synthesis --
cell,n,share of area
mux2_4,67,0.54
buf_4,64,0.26
buf_12,6,0.065
nor2_1,4,0.0081
dfxtp_1,3,0.032
nor3b_1,3,0.012
a21oi_1,2,0.0054
and2_1,2,0.0067
mux2_2,2,0.012
a211oi_1,1,0.0040
a21o_4,1,0.0081
and3_1,1,0.0034
buf_6,1,0.0061
buf_8,1,0.0081
inv_1,1,0.0020
mux2i_1,1,0.0054
nand2_2,1,0.0034
nand2_8,1,0.011
nor3_1,1,0.0027
nor4_1,1,0.0034
o21ai_0,1,0.0027
-- per-stage QoR --
step / hold slack (ns) / cell area, um^2 / util / power (mW)
2_1_floorplan: 0.483 / 1860 / - / 0.138
3_3_place_gp: 0.500 / 3620 / 0.263 / 0.258
3_5_place_dp: 0.511 / 3620 / 0.263 / 0.259
4_1_cts: 0.521 / 3700 / 0.269 / 0.336
5_1_grt: 0.532 / 3700 / 0.269 / 0.348
6_report: 0.515 / 3700 / 0.269 / 0.330
-- cells by family (layout without fill, tap and decap cells) --
| group | count (synthesis) | after routing | share of synthesized area |
|---|---|---|---|
| buf+inv | 73 | 221 | 0.339 |
| mux | 70 | 70 | 0.558 |
| flops | 3 | 3 | 0.0323 |
| simple gates | 14 | 14 | 0.0504 |
| compound gates | 5 | 5 | 0.0202 |
-- power by group through the flow --
stage / registers (mW) / clock network, mW / logic, mW
after CTS: 0.0179 / 0.0760 / 0.242
final: 0.0179 / 0.0748 / 0.237
after global routing: 0.0181 / 0.0773 / 0.253
-- path summary, 6_finish.rpt --
check	from	to	slack, ns	cells after the start
worst min-delay path	arb_state[1]	arb_state[1]	0.52	2
worst max register to register	arb_state[0]	grant_reg	7.12	3
worst min register to register	arb_state[1]	arb_state[1]	0.52	2
worst max-delay path	slave_valid_i[1]	master_mask_o[2]	2.92	5
-- final cells by class --
type                       count  area, um^2
fill                        1446       10100
timing repair buffer         216        2160
sequential                     3        60.1
multi-input combinational     89        1170
inverter                       1        3.75
tap                          180         225
clock buffer                   4        78.8
Power and IR drop assume default switching activity.
