$ cat flow/design.v
package orion_types;
parameter XLEN      = 32;        
parameter ADDRW     = 32;        
parameter DATAW     = 32;        
parameter MASKW     = DATAW/8;   
parameter NUM_REGS  = 32;
parameter RF_IDX_BITS = $clog2(NUM_REGS);
parameter EN_RV32M_EXT = 0;  
typedef enum logic [6:0] {
    OP_LUI   = 7'b0110111,  
    OP_AUIPC = 7'b0010111,  
    OP_JAL   = 7'b1101111,  
    OP_JALR  = 7'b1100111,  
    OP_BRANCH= 7'b1100011,  
    OP_LOAD  = 7'b0000011,  
    OP_STORE = 7'b0100011,  
    OP_IMM   = 7'b0010011,  
    OP_REG   = 7'b0110011,  
    OP_SYSTEM= 7'b1110011   
} opcode_t;
typedef enum logic [2:0] {
    FUNCT3_ADD  = 3'b000,  
    FUNCT3_SLL  = 3'b001,
    FUNCT3_SLT  = 3'b010,
    FUNCT3_SLTU = 3'b011,
    FUNCT3_XOR  = 3'b100,
    FUNCT3_SR   = 3'b101,  
    FUNCT3_OR   = 3'b110,
    FUNCT3_AND  = 3'b111
} funct3_arith_t;
typedef enum logic [2:0] {
    ALU_OP_ADD  = 3'b000,
    ALU_OP_SUB  = 3'b001,
    ALU_OP_SLL  = 3'b010,
    ALU_OP_XOR  = 3'b011,
    ALU_OP_SRL  = 3'b100,
    ALU_OP_SRA  = 3'b101,
    ALU_OP_OR   = 3'b110,
    ALU_OP_AND  = 3'b111
} alu_ops_t;
typedef enum logic [1:0] {
    ALU_SEL_A_RS1  = 2'b00,
    ALU_SEL_A_PC   = 2'b01,
    ALU_SEL_A_ZERO = 2'b10
} alu_sel_a_t;
typedef enum logic [2:0] {
    CMP_OP_EQ   = 3'b000,
    CMP_OP_NEQ  = 3'b001,
    CMP_OP_LT   = 3'b100,
    CMP_OP_GE   = 3'b101,
    CMP_OP_LTU  = 3'b110,
    CMP_OP_GEU  = 3'b111  
} cmp_ops_t;
typedef enum logic [2:0] {
    MUL_OP_MUL    = 3'b000, 
    MUL_OP_MULH   = 3'b001,
    MUL_OP_MULHSU = 3'b010,
    MUL_OP_MULHU  = 3'b011,
    MUL_OP_DIV    = 3'b100,
    MUL_OP_DIVU   = 3'b101, 
    MUL_OP_REM    = 3'b110,
    MUL_OP_REMU   = 3'b111
} mul_ops_t;
typedef enum logic [1:0] {
    SEL_ALU_OUT     = 2'b00,
    SEL_CMP_OUT     = 2'b01,
    SEL_MUL_OUT     = 2'b10,
    SEL_PC_NEXT     = 2'b11
}  ex_mux_sel_t;
typedef enum logic [2:0] {
    FUNCT3_LS_B   = 3'b000,
    FUNCT3_LS_H   = 3'b001,
    FUNCT3_LS_W   = 3'b010,
    FUNCT3_LS_BU  = 3'b100,  
    FUNCT3_LS_HU  = 3'b101   
} funct3_load_store_t;
typedef struct packed {
    logic [XLEN-1:0]        pc;
    logic [XLEN-1:0]        instr;
    logic [RF_IDX_BITS-1:0] rs1_s;
    logic [RF_IDX_BITS-1:0] rs2_s;
    logic [RF_IDX_BITS-1:0] rd_s;
    logic [XLEN-1:0]        rs1_v;
    logic [XLEN-1:0]        rs2_v;
    logic [XLEN-1:0]        rd_v;
    logic                   rd_we;
    logic [ADDRW-1:0]       mem_addr;      
    logic [MASKW-1:0]       mem_rmask;   
    logic [MASKW-1:0]       mem_wmask;      
    logic [XLEN-1:0]        mem_rdata;      
    logic [XLEN-1:0]        mem_wdata;     
} debug_t;
typedef struct packed {
    logic                   valid;
    logic [XLEN-1:0]        pc;
    logic [DATAW-1:0]       instr; 
} if_id_t; 
typedef struct packed {
    logic                   valid;
    logic [XLEN-1:0]        pc;
    logic [XLEN-1:0]        rs1_v;
    logic [XLEN-1:0]        rs2_v;
    logic [XLEN-1:0]        imm;
    logic [RF_IDX_BITS-1:0] rd_s;
    logic                   rd_we;
    alu_ops_t               alu_op;
    cmp_ops_t               cmp_op;
    mul_ops_t               mul_op;
    alu_sel_a_t             alu_sel_a;
    logic                   alu_sel_b_imm;
    logic                   cmp_sel_b_imm;
    ex_mux_sel_t            ex_mux_sel;
    funct3_load_store_t     ld_str_type;
    logic                   is_load;    
    logic                   is_store;
    logic                   is_jump;
    logic                   is_jump_conditional;
    debug_t                 debug;
} id_ex_t;
typedef struct packed {
    logic                   jump_en;
    logic [XLEN-1:0]        jump_addr;            
} ex_if_t;
typedef struct packed {
    logic                   valid;
    logic                   rd_we;
    logic [RF_IDX_BITS-1:0] rd_s;
    logic [XLEN-1:0]        rd_v;
    logic                   is_load;    
} ex_id_t;
typedef struct packed {
    logic                   valid;
    logic [RF_IDX_BITS-1:0] rd_s;
    logic                   rd_we;
    logic [XLEN-1:0]        rd_v;
    funct3_load_store_t     ld_str_type;
    logic                   is_load;    
    logic                   is_store;
    debug_t                 debug;
} ex_mem_t;
typedef struct packed {
    logic                   valid;
    logic                   rd_we;
    logic [RF_IDX_BITS-1:0] rd_s;
    logic [XLEN-1:0]        rd_v;
} mem_id_t;
typedef struct packed {
    logic                   valid;
    logic [RF_IDX_BITS-1:0] rd_s;
    logic                   rd_we;
    logic [XLEN-1:0]        rd_v;
    debug_t                 debug;
} mem_wb_t;
typedef struct packed {
    logic                   rd_we;
    logic [XLEN-1:0]        rd_v;
    logic [RF_IDX_BITS-1:0] rd_s;
} wb_id_t;
endpackage
package orion_soc_types;
    parameter SOC_MEM_ADDR = 32'h0001_0000;
    parameter SOC_MEM_SIZE = 64*1024;        
    parameter SOC_RESET_ADDR = SOC_MEM_ADDR;
endpackage
`default_nettype none
module spram #(
    parameter SIZE          = 1024,  
    parameter DATAW         = 32,    
    parameter EN_PIPE       = 1,     
    parameter INIT_FILE     = "",    
    parameter RESET_BUFS    = 1,     
    parameter DEPTH         = SIZE/(DATAW/8),
    parameter ADDRW         = $clog2(SIZE),
    parameter MASKW         = DATAW/8
) (
    input  logic                clk_i,
    input  logic                rst_i,
    input  logic [ADDRW-1:0]    addr_i,
    input  logic [DATAW-1:0]    data_i,
    output logic [DATAW-1:0]    data_o,
    input  logic [MASKW-1:0]    mask_i,
    input  logic                we_i,
    input  logic                valid_i,
    output logic                resp_o
);
    logic [ADDRW-$clog2(DATAW/8)-1:0] rw_index;
    assign rw_index = addr_i[ADDRW-1:$clog2(DATAW/8)];
    logic [DATAW-1:0] mem [0:DEPTH-1]  ;
    always_ff @(posedge clk_i) begin: mem_write
        if (valid_i && we_i) begin
            for (integer i = 0; i < MASKW; i++) begin
                if (mask_i[i]) begin
                    mem[rw_index][i*8 +: 8] <= data_i[i*8 +: 8];
                end
            end
        end
    end
    generate
        if (EN_PIPE) begin: seq_read
            always_ff @(posedge clk_i) begin
                if(RESET_BUFS && rst_i) begin
                    data_o  <= 0;
                    resp_o  <= 0;
                end 
                else begin
                    data_o  <= mem[rw_index];
                    resp_o  <= valid_i;
                end
            end
        end 
        else begin: comb_read
            assign data_o   = mem[rw_index];
            assign resp_o   = valid_i;
        end
    endgenerate
    always_ff @(posedge |addr_i) begin end
endmodule
$ cat flow/run.sh
#!/bin/bash
# OpenROAD 26Q1-2900-gdf79404cd8, Yosys 0.63+post, stock flow scripts
make -C /OpenROAD-flow-scripts/flow DESIGN_CONFIG=/design/flow/config.mk WORK_HOME=/design/flow/orfs finish
$ cat flow/config.mk
export PLATFORM = sky130hd
export DESIGN_NAME = spram
export DESIGN_NICKNAME = spram
export VERILOG_FILES = /design/flow/design.v
export SDC_FILE = /design/flow/constraint.sdc
export NUM_CORES = 4
export LEC_CHECK = 1
export CORE_UTILIZATION = 30
export SYNTH_HDL_FRONTEND = slang
export SYNTH_MEMORY_MAX_BITS = 65536
$ cat flow/constraint.sdc
current_design spram

set clk_period 34.6
set clk_io_pct 0.2

create_clock -name clk0 -period $clk_period [get_ports {clk_i}]

set non_clock_inputs [all_inputs -no_clocks]
set_input_delay [expr $clk_period * $clk_io_pct] -clock clk0 $non_clock_inputs
set_output_delay [expr $clk_period * $clk_io_pct] -clock clk0 [all_outputs]
==> impl_metrics.sql <==
-- generated from flow reports
INSERT INTO impl_metrics (metric_group, metric, value, unit) VALUES
('clocking', 'cts_made_buffers', '796', ''),
('sta', 'finalCriticalPeriod', '12.80', 'ns'),
('sta', 'setup_tns', '0', 'ns'),
('worst_setup_path', 'cp_max_fo', '81', ''),
('synthesis', 'number_of_warning_messages_in_the_yosys_log', '0', ''),
('power', 'leakagePower', '0.112', 'uW'),
('global_route', 'globalRouteTotalUtil', '0.194', ''),
('drt', 'first_pass_iteration_count_of_the_detailed_router', '6', ''),
('sta', 'worst_clock_skew', '0.148', 'ns'),
('power', 'p_total', '20200', 'uW'),
('drt', 'detailroute.via_count', '161000', ''),
('floorplanning', 'core_util_floorplan', '0.301', ''),
('placed_design', 'finalWeightedCongestion', '0.939', ''),
('power', 'powerDensity', '55.6', 'nW/um^2'),
('placed_design', 'placement.io_buffers', '80', ''),
('worst_setup_path', 'critPathCaptureType', 'register', ''),
('final_layout', 'areaGrowthSynthToFinish', '14.6', '%'),
('final_layout', 'postLayoutCoreUtil', '0.345', ''),
('clocking', 'hold_buffers', '0', ''),
('drt', 'route.detailed.wl_per_inst', '30.9', 'um'),
('final_layout', 'sequential_cell_area', '247000', 'um^2'),
('sta', 'hold_violations', '0', ''),
('worst_setup_path', 'worstSetupPathType', 'primary input to register', ''),
('global_route', 'groute.layer.met1.usage', '0.185', ''),
('worst_setup_path', 'timing.critical_path.required', '35.62', 'ns'),
('worst_setup_path', 'critPathArrivalTime', '13.81', 'ns'),
('floorplanning', 'die_h', '1.03', 'mm'),
('floorplanning', 'dieWidth', '1.03', 'mm'),
('global_route', 'grt_pass1_wl', '1340', 'mm'),
('synthesis', 'numSynthFlops', '8225', ''),
('drt', 'antenna_left', '0', ''),
('sta', 'setup_repair_after_global_routing_missed_its_margin', 'false', ''),
('clocking', 'ctsLongestPathBuffers', '5', ''),
('drt', 'vias_per_cell', '5.11', ''),
('sta', 'timing.final.max_slew_violations', '0', ''),
('sta', 'worst_pin_slew', '1.42', 'ns'),
('drt', 'drt_wl_total', '973', 'mm'),
('synthesis', 'enable_flop_cells', '8192', ''),
('job', 'warning_count', '49', ''),
('synthesis', 'yosys-stat-area', '318000', 'um^2'),
('final_layout', 'layout.cells.most_common', 'sky130_fd_sc_hd__edfxtp_1', ''),
('synthesis', 'ys_async_rst_share', '0', ''),
('sta', 'max_slew_headroom', '0.0478', ''),
('sta', 'hold_ws', '0.998', 'ns'),
('sta', 'timing.fmax', '78.1', 'MHz'),
('clocking', 'post-cts-setup-buffers', '0', ''),
('job', 'cap_violations', '0', ''),
('clocking', 'cts.reportedPaths.clkPinSlew', '0.06', 'ns'),
('clocking', 'clock_sinks', '8225', ''),
('final_layout', 'filler_cell_count', '96500', ''),
('synthesis', 'postSynthSeqShare', '0.776', ''),
('final_layout', 'commonest_non_fill_non_tap_cells_in_the_layout', 'sky130_fd_sc_hd__edfxtp_1 (8,192), sky130_fd_sc_hd__mux4_2 (1,475), sky130_fd_sc_hd__nor2_1 (1,067), sky130_fd_sc_hd__mux2i_1 (959), sky130_fd_sc_hd__buf_4 (870)', ''),
('synthesis', 'yosys_cells', '15800', ''),
('worst_setup_path', 'reg2reg_setup_slack', '31.25', 'ns'),
('global_route', 'vias_in_the_first_global_route', '171000', ''),
('synthesis', 'post_synth.cell_area_avg', '20.1', 'um^2'),
('sta', 'timing.final.setup_violations', '0', ''),
('placed_design', 'placed_cells', '29800', ''),
('drt', 'post-route-drc-count', '0', ''),
('floorplanning', 'coreArea', '1060000', 'um^2'),
('hold_path', 'worstHoldPathType', 'register to register', ''),
('clocking', 'cts_tree', 'built', ''),
('global_route', 'antenna_found_initial', '139', ''),
('status', 'outcome', 'finished, final reports clean', ''),
('global_route', 'overflow', '0', ''),
('clocking', 'post_cts_resized', '0', ''),
('final_layout', 'multiInputGateArea', '67200', 'um^2'),
('final_layout', 'layout_cells_sized_above_1', '0.225', ''),
('synthesis', 'synth-main-ff-cell', 'sky130_fd_sc_hd__edfxtp_1', ''),
('floorplanning', 'die_area', '1060000', 'um^2'),
('synthesis', 'cell_variety_after_synth', '45', '');
per-layer routing:
metal | routed length (um) | vias up | part of all wire
met5 | 6130 | - | 0.0063
met2 | 434000 | 10000 | 0.45
met3 | 194000 | 1954 | 0.20
met1 | 278000 | 81600 | 0.29
met4 | 60800 | 182 | 0.062
li1 | - | 66900 | -
worst max-delay path: stages:
cell and delay [ns]:
sky130_fd_sc_hd__buf_16 0.27, sky130_fd_sc_hd__buf_4 0.57, sky130_fd_sc_hd__buf_4 0.62, sky130_fd_sc_hd__buf_12 0.44, sky130_fd_sc_hd__buf_4 0.61, sky130_fd_sc_hd__buf_4 0.48
sky130_fd_sc_hd__buf_4 0.56, sky130_fd_sc_hd__buf_4 0.64, sky130_fd_sc_hd__mux4_2 0.40, sky130_fd_sc_hd__mux2_2 0.28, sky130_fd_sc_hd__a22o_1 0.26, sky130_fd_sc_hd__nand2_1 0.11
sky130_fd_sc_hd__nand4_1 0.43, sky130_fd_sc_hd__a2111oi_1 0.59, sky130_fd_sc_hd__buf_4 0.24, sky130_fd_sc_hd__nor3_1 0.06
sequential cells by signal (all words and copies together), names as in the netlist:
| signal | count |
|---|---|
| mem | 8192 |
| data_o | 32 |
| resp_o | 1 |
synth_stat cells (all sizes together), types with 32 or more instances:
cell type / instances / area share
o21ai: 384 / 0.0060
nand2: 622 / 0.0074
dfxtp: 33 / 0.0021
a221oi: 127 / 0.0035
inv: 66 / 0.00078
a211oi: 32 / 0.00076
a21oi: 352 / 0.0055
a41oi: 62 / 0.0017
mux2i: 959 / 0.030
nand4: 126 / 0.0025
edfxtp: 8192 / 0.77
nor4: 35 / 0.00071
o22ai: 221 / 0.0043
nor3: 81 / 0.0014
a22o: 126 / 0.0035
nor3b: 32 / 0.00076
buf: 421 / 0.0079
nor2: 1086 / 0.013
mux4: 1475 / 0.10
nand3: 40 / 0.00063
a22oi: 323 / 0.0076
clkbuf: 538 / 0.0064
mux2: 347 / 0.012
cells by family after synthesis:
family,synth area share
DFF,0.776
and+or+nand+nor,0.0275
muxes,0.147
buffers and inverters,0.0150
AOI/OAI and AO/OA,0.0349
final timing paths:
kind                startpoint         end  cells after the start
setup / recovery     addr_i[3]  data_o[11]                     16
hold / removal     mem[151][1]   data_o[1]                      5
setup reg to reg  mem[159][21]  data_o[21]                      8
hold reg to reg    mem[151][1]   data_o[1]                      5
through the flow:
step | worst slack (ns) | cell area, um^2
2_1_floorplan | 25.20 | 318000
3_3_place_gp | 20.45 | 339000
3_5_place_dp | 20.50 | 339000
6_report | 21.80 | 364000
5_1_grt | 21.33 | 364000
4_1_cts | 21.71 | 364000
cell type report:
| type | count | area share |
|---|---|---|
| Sequential cell | 8225 | 0.677 |
| Multi-Input combinational cell | 6552 | 0.184 |
| Clock buffer | 1021 | 0.0578 |
| Tap cell | 14000 | 0.0482 |
| Timing Repair Buffer | 965 | 0.0216 |
| Clock inverter | 404 | 0.00902 |
| Antenna cell | 199 | 0.00137 |
| Inverter | 66 | 0.000701 |
report_power, final:
part           internal, uW  switching (uW)
combinational           304             663
sequential            11000            17.4
clock                  4590            3700
total                 15900            4380
Power and IR drop assume default switching activity.
